==> /design/flow/design.v <==
module apb_master (clk,rst,addr_in,wr_in,ready,sel,
        data_in,sel_port,en,wr_out,addr_out,data_out);
  input clk;
  input rst;
  input [11:0] addr_in;
  input wr_in;  
  input ready;
  input sel;
  input [31:0] data_in;
  output reg [2:0] sel_port;
  output reg en;
  output reg wr_out;
  output reg [11:0] addr_out;
  output reg [31:0] data_out;
  reg [1:0] state;
  localparam [1:0]  IDLE    = 2'b00,
                    SETUP   = 2'b01,
                    ACCESS  = 2'b10,
                    WAIT    = 2'b11;
  always @(posedge clk or negedge rst)
    begin
      if (rst == 0) 
        begin 
          state    <= IDLE;
          addr_out <= 12'b0;
          data_out <= 32'b0;
          sel_port <= 3'b0;
          en       <= 0;
          wr_out   <= 0;   
        end
    else
      begin
        case (state)
          IDLE: begin
            addr_out   <= 12'b0;
            data_out   <= 32'b0;
            sel_port   <= 3'b0;
            en         <= 0;
            wr_out     <= 0;
            if (sel == 1) begin
              state  <= SETUP;
              end
              else begin
                state <= IDLE;
              end
            end
            SETUP: begin           
              sel_port   <= {>>{addr_in[10],addr_in[9],addr_in[8]}};;
              en         <= 1;
              if (sel == 1) begin
                 state  <= ACCESS;
                end
                  else begin
                  state <= SETUP;
                end
              end
            ACCESS: begin
              if (ready == 1)
                begin
                  wr_out <= wr_in;
                  addr_out <= addr_in;
                  data_out <= data_in;
                  state <= WAIT;
                end
                  else begin
                  state <= ACCESS;
                end
              end
            WAIT: begin
                 en <= 0;
                if (sel == 1)
                  begin
                    if (ready == 0)
                      begin
                      state <= SETUP;
                      addr_out   <= 12'b0;
                      data_out   <= 32'b0;
                      sel_port   <= 3'b0;
                      wr_out     <= 0;
                     end
                   else
                     begin
                     state <= WAIT;
                    end
                  end
                else 
                  begin                     
                    state <= IDLE;
                  end
                end
              default: begin
                state <= IDLE;
              end
            endcase
          end
        end
endmodule
module apb_slave (clk,rst,wr_in,en,sel_port,addr_in,data_in,ready,
  wr_out1,addr_out1,data_out1,wr_out2,addr_out2,data_out2,
  wr_out3,addr_out3,data_out3,wr_out4,addr_out4,data_out4,
  wr_out5,addr_out5,data_out5,wr_out6,addr_out6,data_out6,
  psel1,psel2,psel3,psel4,psel5,psel6);
  input clk;
  input rst;
  input wr_in;  
  input en;
  input [2:0] sel_port;
  input [11:0] addr_in;
  input [31:0] data_in;
  output reg ready;
  output reg wr_out1,wr_out2,wr_out3,wr_out4,wr_out5,wr_out6;
  output reg [11:0] addr_out1,addr_out2,addr_out3,addr_out4,addr_out5,addr_out6;
  output reg [31:0] data_out1,data_out2,data_out3,data_out4,data_out5,data_out6;
  output reg psel1,psel2,psel3,psel4,psel5,psel6 ;
  reg [2:0] port,state;
  localparam [2:0] INIT = 3'b000,
                   PORT1 = 3'b010,
                   PORT2 = 3'b011,
                   PORT3 = 3'b100,
                   PORT4 = 3'b101,
                   PORT5 = 3'b110,
                   PORT6 = 3'b111;
  localparam [2:0]  IDLE    = 3'b000,
                    SETUP   = 3'b001,
                    ACCESS  = 3'b010,
                    WAIT    = 3'b101;
  always @(posedge clk or negedge rst)
    begin
      if (rst == 0) 
        begin 
          state    <= IDLE;
          ready    <= 0;
          port     <= INIT;
        end
    else
      begin
        case (state)
          IDLE : begin      
            ready    <= 0;
            port <= INIT;
            if (en == 1)
              begin
                state <= SETUP;
              end
            else
              begin
                state <= IDLE;
              end
            end
            SETUP: begin
              ready <= 1;
              state <= ACCESS;
              end
             ACCESS: begin
               case (sel_port)
                PORT1: begin
                  wr_out1 <=  wr_in;
                  wr_out2 <= 0;
                  wr_out3 <= 0;
                  wr_out4 <= 0;
                  wr_out5 <= 0;
                  wr_out6 <= 0;
                  addr_out1 <= addr_in;
                  addr_out2 <= 12'b0;
                  addr_out3 <= 12'b0;
                  addr_out4 <= 12'b0;
                  addr_out5 <= 12'b0;
                  addr_out6 <= 12'b0;
                  data_out1 <= data_in;
                  data_out2 <= 32'b0;
                  data_out3 <= 32'b0;
                  data_out4 <= 32'b0;
                  data_out5 <= 32'b0;
                  data_out6 <= 32'b0;
                  psel1 <= 1;
                  psel2 <= 0;
                  psel3 <= 0;
                  psel4 <= 0; 
                  psel5 <= 0; 
                  psel6 <= 0;
                 end
                PORT2: begin
                     wr_out1 <= 0;
                     wr_out2 <= wr_in;
                     wr_out3 <= 0;
                     wr_out4 <= 0;
                     wr_out5 <= 0;
                     wr_out6 <= 0;
                    addr_out1 <= 12'b0;
                    addr_out2 <= addr_in;
                    addr_out3 <= 12'b0;
                    addr_out4 <= 12'b0;
                    addr_out5 <= 12'b0;
                    addr_out6 <= 12'b0;
                    data_out1 <= 32'b0;
                    data_out2 <= data_in;
                    data_out3 <= 32'b0;
                    data_out4 <= 32'b0; 
                    data_out5 <= 32'b0;
                    data_out6 <= 32'b0; 
                    psel1 <= 0;
                    psel2 <= 1;
                    psel3 <= 0;
                    psel4 <= 0; 
                    psel5 <= 0; 
                    psel6 <= 0;
                  end   
                PORT3: begin
                    wr_out1 <= 0;
                    wr_out2 <= 0;
                    wr_out3 <= wr_in;
                    wr_out4 <= 0;
                    wr_out5 <= 0;
                    wr_out6 <= 0;
                    addr_out1 <= 12'b0;
                    addr_out2 <= 12'b0;
                    addr_out3 <= addr_in;
                    addr_out4 <= 12'b0;
                    addr_out5 <= 12'b0;
                    addr_out6 <= 12'b0;
                    data_out1 <= 32'b0;
                    data_out2 <= 32'b0;
                    data_out3 <= data_in;
                    data_out4 <= 32'b0;
                    data_out5 <= 32'b0;
                    data_out6 <= 32'b0;
                    psel1 <= 0;
                    psel2 <= 0;
                    psel3 <= 1;
                    psel4 <= 0; 
                    psel5 <= 0; 
                    psel6 <= 0;
                  end
                PORT4: begin
                    wr_out1 <= 0;
                    wr_out2 <= 0;
                    wr_out3 <= 0;
                    wr_out4 <= wr_in;
                    wr_out5 <= 0;
                    wr_out6 <= 0;
                    addr_out1 <= 12'b0;
                    addr_out2 <= 12'b0;
                    addr_out3 <= 12'b0;
                    addr_out4 <= addr_in;
                    addr_out5 <= 12'b0;
                    addr_out6 <= 12'b0;
                    data_out1 <= 32'b0;
                    data_out2 <= 32'b0;
                    data_out3 <= 32'b0;
                    data_out4 <= data_in;
                    data_out5 <= 32'b0;
                    data_out6 <= 32'b0;
                    psel1 <= 0;
                    psel2 <= 0;
                    psel3 <= 0;
                    psel4 <= 1; 
                    psel5 <= 0; 
                    psel6 <= 0;
                  end
                PORT5: begin
                    wr_out1 <= 0;
                    wr_out2 <= 0;
                    wr_out3 <= 0;
                    wr_out4 <= 0;
                    wr_out5 <= wr_in;
                    wr_out6 <= 0;
                    addr_out1 <= 12'b0;
                    addr_out2 <= 12'b0;
                    addr_out3 <= 12'b0;
                    addr_out4 <= 12'b0;
                    addr_out5 <= addr_in;
                    addr_out6 <= 12'b0;
                    data_out1 <= 32'b0;
                    data_out2 <= 32'b0;
                    data_out3 <= 32'b0;
                    data_out4 <= 32'b0;
                    data_out5 <= data_in;
                    data_out6 <= 32'b0;
                    psel1 <= 0;
                    psel2 <= 0;
                    psel3 <= 0;
                    psel4 <= 0; 
                    psel5 <= 1; 
                    psel6 <= 0;
                  end
                PORT6: begin
                    wr_out1 <= 0;
                    wr_out2 <= 0;
                    wr_out3 <= 0;
                    wr_out4 <= 0;
                    wr_out5 <= 0;
                    wr_out6 <= wr_in;
                    addr_out1 <= 12'b0;
                    addr_out2 <= 12'b0;
                    addr_out3 <= 12'b0;
                    addr_out4 <= 12'b0;
                    addr_out5 <= 12'b0;
                    addr_out6 <= addr_in;
                    data_out1 <= 32'b0;
                    data_out2 <= 32'b0;
                    data_out3 <= 32'b0;
                    data_out4 <= 32'b0;
                    data_out5 <= 32'b0;
                    data_out6 <= data_in;
                    psel1 <= 0;
                    psel2 <= 0;
                    psel3 <= 0;
                    psel4 <= 0; 
                    psel5 <= 0; 
                    psel6 <= 1;
                  end
                default:begin
                    wr_out1 <= 0;
                    wr_out2 <= 0;
                    wr_out3 <= 0;
                    wr_out4 <= 0;
                    wr_out5 <= 0;
                    wr_out6 <= 0;
                    addr_out1 <= 12'b0;
                    addr_out2 <= 12'b0;
                    addr_out3 <= 12'b0;
                    addr_out4 <= 12'b0;
                    addr_out5 <= 12'b0;
                    addr_out6 <= 12'b0;
                    data_out1 <= 32'b0;
                    data_out2 <= 32'b0;
                    data_out3 <= 32'b0;
                    data_out4 <= 32'b0;
                    data_out5 <= 32'b0;
                    data_out6 <= 32'b0;
                    psel1 <= 0;
                    psel2 <= 0;
                    psel3 <= 0;
                    psel4 <= 0; 
                    psel5 <= 0; 
                    psel6 <= 0;
                  end 
              endcase
               state <= WAIT;
             end
             WAIT: begin
               ready <= 0;
               if (en == 0)
                 begin
                   state <= IDLE;
                 end
               else
                 begin
                   state <= WAIT;
                 end
               end
             endcase
           end
         end
endmodule   
module top (clk,rst,addr_in,wr_in,sel,data_in,
  wr_out1,addr_out1,data_out1,wr_out2,addr_out2,data_out2,
  wr_out3,addr_out3,data_out3,wr_out4,addr_out4,data_out4,
  wr_out5,addr_out5,data_out5,wr_out6,addr_out6,data_out6,
  psel1,psel2,psel3,psel4,psel5,psel6);
  input clk;
  input rst;
  input [11:0] addr_in;
  input wr_in;  
  input sel;
  input [31:0] data_in;
  output wr_out1,wr_out2,wr_out3,wr_out4,wr_out5,wr_out6;
  output [11:0] addr_out1,addr_out2,addr_out3,addr_out4,addr_out5,addr_out6;
  output [31:0] data_out1,data_out2,data_out3,data_out4,data_out5,data_out6;
  output psel1,psel2,psel3,psel4,psel5,psel6 ;
  wire [2:0] sel_port;
  wire en,wr_out,ready;
  wire [11:0] addr_out;
  wire [31:0] data_out;
 apb_master apb_m (clk,rst,addr_in,wr_in,ready,sel,
        data_in,sel_port,en,wr_out,addr_out,data_out);
 apb_slave apb_s (clk,rst,wr_in,en,sel_port,addr_in,data_in,ready,
        wr_out1,addr_out1,data_out1,wr_out2,addr_out2,data_out2,
        wr_out3,addr_out3,data_out3,wr_out4,addr_out4,data_out4,
        wr_out5,addr_out5,data_out5,wr_out6,addr_out6,data_out6,
        psel1,psel2,psel3,psel4,psel5,psel6);
endmodule
==> /design/flow/constraint.sdc <==
current_design top

set clk_period 15.2
set clk_io_pct 0.2

create_clock -name clk0 -period $clk_period [get_ports {clk}]

set non_clock_inputs [all_inputs -no_clocks]
set_input_delay [expr $clk_period * $clk_io_pct] -clock clk0 $non_clock_inputs
set_output_delay [expr $clk_period * $clk_io_pct] -clock clk0 [all_outputs]
==> /design/flow/run.sh <==
#!/bin/bash
# OpenROAD 26Q1-2900-gdf79404cd8, Yosys 0.63+post, stock flow scripts
make -C /OpenROAD-flow-scripts/flow DESIGN_CONFIG=/design/flow/config.mk WORK_HOME=/design/flow/orfs finish
==> /design/flow/config.mk <==
export PLATFORM = sky130hd
export DESIGN_NAME = top
export DESIGN_NICKNAME = top
export VERILOG_FILES = /design/flow/design.v
export SDC_FILE = /design/flow/constraint.sdc
export NUM_CORES = 4
export LEC_CHECK = 1
export CORE_UTILIZATION = 50
export SYNTH_HDL_FRONTEND = slang
==> results_dict.tcl <==
# implementation run metrics
set metrics [dict create \
    crit_type "primary input to flop" \
    yosys_warnings 0 \
    status "complete, no violations" \
    gr-total-overflow 0 \
    chipArea_um2 21910 \
    stdcell_area_um2 15130 \
    ys_sh_aoi 0.007865 \
    reg2reg_slack_ns 12.74 \
    cts_buffers 29 \
    cp.arrival_ns 5.67 \
    fa_ha_area_frac 0 \
    remaining_drc_errors 0 \
    antenna_found_initial 1 \
    hold_class "flop to flop" \
    endpoint_kind "flop" \
    die_height_um 148.0 \
    finalCritPeriodShare 0.3621 \
    cpPeakStageDelay_ns 0.83 \
    cts_setup_buffers 0 \
    cts_tree "built" \
    leakagePower_nw 5.087 \
    rr_endpoint "apb_s.data_out5[28]" \
    synth_cell_types 22 \
    worstHoldPathCells 0 \
    post_drt_via_cell_ratio 4.809 \
    synth.comb.largest_family "simple AND/OR/NAND/NOR gates" \
    track_usage 0.2429 \
    syn_avg_cell_area_um2 17.28 \
    synth_flops 289 \
    firstDrtPassIters 4 \
    clock-sinks 289 \
    core-area_um2 20960 \
    drv_cap 0 \
    drive_gt1_frac 0.05949 \
    avgRoutedWirePerCell_um 19.04 \
    portBuffers 323 \
    setup_viol 0 \
    cts-root-buf "clkbuf_16" \
    timing.rr.start "apb_s.state[1]" \
    tightest_slew_ns 0.7709 \
    final_cell_count_no_fill 1251 \
    rsz0062_at_grt "false" \
    mux_area_frac 0 \
    fin_crit_ns 5.504 \
    grt_start_max_net_pins 144 \
    fillers 1319 \
    rows 53 \
    clkTransAtPathRegs_ns 0.06 \
    dp_hpwl_um 15360 \
    min-delay-start "apb_s.state[2]" \
    ctsHtreeMaxLevel 1 \
    grt_pass1_wl_um 35010 \
    combGateArea_um2 1906 \
    drt_iter0_markers 269 \
    final_util 0.7219 \
    place_area_um2 14200 \
    die_w_um 148.0 \
    io_pins 324 \
    grt_pass1_vias 5858 \
    max_slew_margin 0.4861 \
    finalHoldViolCount 0 \
    floorplanUtilization 0.5087 \
    holdPathEnd "apb_s.state[1]" \
    area.growth.synth_to_final_pct 41.92 \
    fin_hold_ws_ns 0.3839 \
    critical_path_required_ns 15.36 \
    netlist_area_um2 10660 \
    power_density_nw_per_um2 108.8 \
    fin_skew_ns 0.01429 \
    slowest_stage "clkdlybuf4s50_1" \
    peakVddDrop_mv 0.08914 \
    postSynthCellCount 617 \
    simple_gate_share 0.1703 \
    reg2regPathDepth 3 \
    ys_area_um2 10660 \
    drv_slew 0 \
    tns_ns 0 \
    cts_resized 0 \
    globalplace.congestion 0.8047 \
    cp_cell_sequence "clkdlybuf4s50_1 -> and2_4 -> buf_4 -> buf_12" \
    clock_latency_ns 0.54 \
    xor_area_frac 0 \
    placedCellCount 1198 \
    synth-seq-area-share 0.8083 \
    start_kind "primary input" \
    flop_area_um2 8616 \
    fmax_mhz 181.7 \
    tool_warnings 29 \
    path_max_fanout 143 \
    via_count 6016 \
    ant_nets 0 \
    routed_wl_um 23820 \
    clockBufferDepth 3 \
    cts_hold_repair.buffers 0 \
    ys_cells 617 \
]
-- metal layers --
metal	vias to the layer above	global-route usage	share of wire
met1	2845	0.3843	0.37
met3	31	0.1169	0.12
met2	297	0.3542	0.49
met4	0	0.04691	0.022
met5	-	0	0
li1	2843	-	-
-- how the worst max path moves through the flow --
stage	startpoint	end	slack, ns	depth (start not counted)
4_1_cts	rst	apb_s.data_out1[25]	9.72	4
5_1_grt	rst	apb_s.data_out3[24]	9.51	4
6_report	rst	apb_s.data_out5[28]	9.70	4
-- cells in the mapped netlist, drive strengths merged --
master,number,area share
inv,1,0.00035
edfxtp,276,0.78
o21a,2,0.0014
buf,10,0.0061
nand2b,1,0.00059
nor2,7,0.0032
and2,272,0.16
nor3,1,0.00047
and3b,2,0.0016
nand2,2,0.00070
a32o,3,0.0028
a22o,1,0.00082
nor3b,2,0.0035
dfstp,2,0.0049
and3,1,0.00059
clkbuf,18,0.0070
dfrtp,11,0.026
a21oi,3,0.0014
a21o,2,0.0014
-- cell usage in the layout (no fill, tap or decap), types with 2 or more instances in the layout --
cell type | synthesis | routed
clkbuf_1 | 12 | 7
nor3b_4 | 2 | 2
and2_1 | 272 | 271
clkinv_1 | 0 | 7
buf_4 | 6 | 10
dfstp_2 | 2 | 2
edfxtp_1 | 276 | 276
a32o_1 | 3 | 3
dfrtp_1 | 11 | 11
clkbuf_16 | 0 | 29
nand2_1 | 2 | 2
nor2_1 | 6 | 6
and3b_2 | 0 | 2
clkinv_2 | 0 | 4
a21o_1 | 2 | 2
a21oi_1 | 3 | 3
o21a_1 | 2 | 2
bufinv_16 | 0 | 4
clkdlybuf4s50_1 | 0 | 323
-- worst max-delay path, delay by kind of cell --
| family | cells | cell delay (ns) |
|---|---|---|
| buf+inv | 3 | 1.96 |
| simple gates | 1 | 0.49 |
-- logic make-up (layout without fill, tap and decap cells) --
family / count (synthesis) / in the layout
other: 0 / 1
AND-OR/OR-AND: 11 / 11
flip-flops: 289 / 289
AND/OR/NAND/NOR: 288 / 288
buffers and inverters: 29 / 387
-- through the flow --
stage	setup slack, ns	power [W]
after global routing	9.509	0.001700
final	9.696	0.001645
after global placement	9.253	0.0009674
after detailed placement	9.163	0.0009698
after floorplan	5.297	0.0009336
after CTS	9.720	0.001661
-- report_power, final --
part / leakage, nW / total, W / switching (W) / internal, W
Sequential: 2.34 / 0.000876 / 0.00000327 / 0.000873
Clock: 0.453 / 0.000693 / 0.000277 / 0.000416
Combinational: 2.29 / 0.0000761 / 0.0000417 / 0.0000344
Total: 5.09 / 0.00165 / 0.000322 / 0.00132
-- cell type report --
class,instances,share of cell area
timing repair buffer,334,0.2200
sequential,289,0.5696
multi-input combinational,299,0.1260
inverter,1,0.0002481
clock inverter,16,0.01158
antenna,1,0.0001654
clock buffer,36,0.04971
tap,275,0.02275
-- state kept, by name, indices dropped and copies added, names as in the netlist, 3 cells and up --
name             flops
apb_s.addr_out1     12
apb_s.data_out5     32
apb_s.data_out2     32
apb_s.addr_out5     12
apb_s.state          4
apb_s.addr_out3     12
apb_s.data_out4     32
apb_s.data_out6     32
apb_s.addr_out6     12
apb_s.data_out1     32
apb_s.data_out3     32
apb_m.sel_port       3
apb_s.addr_out2     12
apb_m.state          4
apb_s.addr_out4     12
No activity file was given, so power comes from the tool's default toggle rates.
